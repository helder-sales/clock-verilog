==> design/flow/config.mk <==
export PLATFORM = sky130hd
export DESIGN_NAME = Clock
export DESIGN_NICKNAME = Clock
export VERILOG_FILES = /design/flow/design.v
export SDC_FILE = /design/flow/constraint.sdc
export NUM_CORES = 4
export LEC_CHECK = 1
export CORE_UTILIZATION = 40
==> design/flow/constraint.sdc <==
current_design Clock

set clk_period 2.5
set clk_io_pct 0.2

create_clock -name clk0 -period $clk_period [get_ports {clk}]

set non_clock_inputs [all_inputs -no_clocks]
set_input_delay [expr $clk_period * $clk_io_pct] -clock clk0 $non_clock_inputs
set_output_delay [expr $clk_period * $clk_io_pct] -clock clk0 [all_outputs]
==> design/flow/design.v <==
module Clock(input clk, rst, enBtn, secBtn, minBtn, hourBtn, output [7:0] segSel, output [7:0] digSel);
wire connection1, connection2, clkOut, clkOutDisp, clkOutDbc;
wire [3:0] secDgt1, minDgt1, hourDgt1; 
wire [2:0] secDgt2, minDgt2;
wire [1:0] hourDgt2;
wire enBtnDbc, secBtnDbc, minBtnDbc, hourBtnDbc;
reg enClock;
freqDiv div_50M(
						.clkIn (clk),
						.rst (rst),
						.en (enClock),
						.clkOut (clkOut),
						.clkOutDisp (clkOutDisp),
						.clkOutDbc (clkOutDbc)
					);
debouncer enBtn_Dbc(
								.clk(clkOutDbc),
								.in(enBtn),
								.out(enBtnDbc)
						 );
debouncer secBtn_Dbc(
								.clk(clkOutDbc),
								.in(secBtn),
								.out(secBtnDbc)
						  );
debouncer minBtn_Dbc(
								.clk(clkOutDbc),
								.in(minBtn),
								.out(minBtnDbc)
						  );
debouncer hourBtn_Dbc(
								.clk(clkOutDbc),
								.in(hourBtn),
								.out(hourBtnDbc)
						   );
counter_4_3_Bits sec_counter(
										.clk (clkOut ^ secBtnDbc),
										.reset (rst),
										.counter_digit1 (secDgt1),
										.counter_digit2 (secDgt2),
										.auxClk (connection1)
									 );
counter_4_3_Bits min_counter(
										.clk (connection1 ^ minBtnDbc),
										.reset (rst),
										.counter_digit1 (minDgt1),
										.counter_digit2 (minDgt2),
										.auxClk (connection2)
									 );
counter_4_2_Bits hour_counter(
										 .clk (connection2 ^ hourBtnDbc),
										 .reset (rst),
										 .counter_digit1 (hourDgt1),
										 .counter_digit2 (hourDgt2)
									  );
decoder clock_dec(
							.clk (clkOutDisp),
							.dataInSec1 (secDgt1),
							.dataInSec2 (secDgt2),
							.dataInMin1 (minDgt1),
							.dataInMin2 (minDgt2),
							.dataInHour1 (hourDgt1),
							.dataInHour2 (hourDgt2),
							.dataOut (segSel),
							.bits (digSel)
					  );
always @(posedge enBtnDbc)
	begin
		enClock = !enClock;
	end
endmodule 
module counter_4_2_Bits(input clk, reset, output reg [3:0] counter_digit1, output reg [1:0] counter_digit2);
always @(posedge clk or posedge reset)
	begin
		if(reset)		
			begin
				counter_digit1 <= 4'b0;
				counter_digit2 <= 2'b0;
			end	
		else if(counter_digit2 == 2'd2 && counter_digit1 == 4'd3)
			begin
				counter_digit1 <= 4'b0;
				counter_digit2 <= 2'b0;
			end
		else if(counter_digit1 == 4'd9)			
			begin
				counter_digit1 <= 4'b0;
				counter_digit2 <= counter_digit2 + 2'b1;
			end		
		else		
			counter_digit1 <= counter_digit1 + 4'b1;			
	end
endmodule 
module counter_4_3_Bits(input clk, reset, output reg [3:0] counter_digit1, output reg [2:0] counter_digit2, output reg auxClk);
always @(posedge clk or posedge reset)
	begin
		if(reset)		
			begin
				counter_digit1 <= 4'b0;
				counter_digit2 <= 3'b0;
			end
		else if(counter_digit2 == 3'd5 && counter_digit1 == 4'd8)
			begin			
					auxClk <= 1'b1;
					counter_digit1 <= counter_digit1 + 4'b1;
			end
		else if(counter_digit1 == 4'd9)		
			begin
				if(counter_digit2 == 3'd5)				
					begin
						counter_digit1 <= 4'b0;
						counter_digit2 <= 3'b0;
						auxClk <= 1'b0;
					end
				else				
					begin
						counter_digit1 <= 4'b0;
						counter_digit2 <= counter_digit2 + 3'b1;
					end
			end
		else
			begin
				counter_digit1 <= counter_digit1 + 4'b1;
				if(auxClk == 1'b1)
					auxClk <= 1'b0;
			end
	end
endmodule 
module debouncer(input in, clk, output reg out);
reg op1, op2, op3;
always @(posedge clk)
	begin
		op1 = in;
		op2 = op1;
		op3 = op2;	
		out <= op1 & op2 & op3;
	end
endmodule 
module decoder(input clk, input [0:3] dataInSec1, dataInSec2, dataInMin1, input [0:2] dataInMin2, 
					input [0:3] dataInHour1, input [0:1] dataInHour2, output reg [0:7] dataOut, output reg [7:0] bits);
reg [2:0] digits;
always @(posedge clk)
	begin
		if(digits <= 3'd4)
			digits <= digits + 3'b1;
		else
			digits <= 3'd0;
	end
always @(digits)
	begin
		case(digits)
			3'd0: 
				begin
					bits <= ~(8'b00000001);
					case(dataInSec1)	
						4'b0000: dataOut <= ~(8'b00111111);	 
						4'b0001: dataOut <= ~(8'b00000110);	 
						4'b0010: dataOut <= ~(8'b01011011);	 
						4'b0011: dataOut <= ~(8'b01001111);	 
						4'b0100: dataOut <= ~(8'b01100110);	 
						4'b0101: dataOut <= ~(8'b01101101);	 
						4'b0110: dataOut <= ~(8'b01111101);	 
						4'b0111: dataOut <= ~(8'b00000111);	 
						4'b1000: dataOut <= ~(8'b01111111);	 
						4'b1001: dataOut <= ~(8'b01101111);	 
						default:	dataOut <= ~(8'b00111111);	 
					endcase
				end
			3'd1:
				begin
					bits <= ~(8'b00000010);
					case(dataInSec2)	
						4'b0000: dataOut <= ~(8'b00111111);	 
						4'b0001: dataOut <= ~(8'b00000110);	 
						4'b0010: dataOut <= ~(8'b01011011);	 
						4'b0011: dataOut <= ~(8'b01001111);	 
						4'b0100: dataOut <= ~(8'b01100110);	 
						4'b0101: dataOut <= ~(8'b01101101);	 
						4'b0110: dataOut <= ~(8'b01111101);	 
						4'b0111: dataOut <= ~(8'b00000111);	 
						4'b1000: dataOut <= ~(8'b01111111);	 
						4'b1001: dataOut <= ~(8'b01101111);	 
						default:	dataOut <= ~(8'b00111111);	 
					endcase
				end
			3'd2:
				begin
					bits <= ~(8'b00000100);
					case(dataInMin1)	
						4'b0000: dataOut <= ~(8'b10111111);	 
						4'b0001: dataOut <= ~(8'b10000110);	 
						4'b0010: dataOut <= ~(8'b11011011);	 
						4'b0011: dataOut <= ~(8'b11001111);	 
						4'b0100: dataOut <= ~(8'b11100110);	 
						4'b0101: dataOut <= ~(8'b11101101);	 
						4'b0110: dataOut <= ~(8'b11111101);	 
						4'b0111: dataOut <= ~(8'b10000111);	 
						4'b1000: dataOut <= ~(8'b11111111);	 
						4'b1001: dataOut <= ~(8'b11101111);	 
						default:	dataOut <= ~(8'b10111111);	 
					endcase
				end
			3'd3:
				begin
					bits <= ~(8'b00001000);
					case(dataInMin2)	
						3'b000: dataOut <= ~(8'b00111111);	 
						3'b001: dataOut <= ~(8'b00000110);	 
						3'b010: dataOut <= ~(8'b01011011);	 
						3'b011: dataOut <= ~(8'b01001111);	 
						3'b100: dataOut <= ~(8'b01100110);	 
						3'b101: dataOut <= ~(8'b01101101);	 
						3'b110: dataOut <= ~(8'b01111101);	 
						default:	dataOut <= ~(8'b00111111);	 
					endcase
				end
			3'd4:
				begin
					bits <= ~(8'b00010000);
					case(dataInHour1)	
						4'b0000: dataOut <= ~(8'b10111111);	 
						4'b0001: dataOut <= ~(8'b10000110);	 
						4'b0010: dataOut <= ~(8'b11011011);	 
						4'b0011: dataOut <= ~(8'b11001111);	 
						4'b0100: dataOut <= ~(8'b11100110);	 
						4'b0101: dataOut <= ~(8'b11101101);	 
						4'b0110: dataOut <= ~(8'b11111101);	 
						4'b0111: dataOut <= ~(8'b10000111);	 
						4'b1000: dataOut <= ~(8'b11111111);	 
						4'b1001: dataOut <= ~(8'b11101111);	 
						default:	dataOut <= ~(8'b10111111);	 
					endcase
				end
			3'd5:
				begin
					bits <= ~(8'b00100000);
					case(dataInHour2)	
						2'b0000: dataOut <= ~(8'b00111111);	 
						2'b0001: dataOut <= ~(8'b00000110);	 
						2'b0010: dataOut <= ~(8'b01011011);	 
						default:	dataOut <= ~(8'b00111111);	 
					endcase
				end
			default: 
				begin
					bits <= ~(8'b00000000);
					dataOut <= ~(8'b00000000);	 
				end
		endcase
	end
endmodule 
module freqDiv(input clkIn, rst, en, output reg clkOut, clkOutDisp, clkOutDbc);
reg [24:0] count;
reg [11:0] countAux1;
reg [17:0] countAux2;
always @(posedge clkIn or posedge rst)
	begin
		if(rst)
			count <= 1'b0;
		else if(en)			
			if(count == 25'd24999999)
				begin
					clkOut = !clkOut;
					count <= 1'b0;
				end
		else
			count <= count + 1'b1;
	end
always @(posedge clkIn)
	begin
		if(countAux1 == 12'd4090)
			begin
				clkOutDisp = !clkOutDisp;
				countAux1 <= 1'b0;
			end
		else
			countAux1 <= countAux1 + 1'b1;
	end
always @(posedge clkIn)
	begin
		if(countAux2 == 18'd250000)
			begin
				clkOutDbc = !clkOutDbc;
				countAux2 <= 1'b0;
			end
		else
			countAux2 <= countAux2 + 1'b1;
	end
endmodule 
==> design/flow/run.sh <==
#!/bin/bash
# OpenROAD 26Q1-2900-gdf79404cd8, Yosys 0.63+post, stock flow scripts
make -C /OpenROAD-flow-scripts/flow DESIGN_CONFIG=/design/flow/config.mk WORK_HOME=/design/flow/orfs finish
==> impl_results.html <==
<p>Metrics extracted from the flow reports.</p>
<table>
<tr><th>Metric</th><th>Value</th></tr>
<tr><th colspan="2">Status</th></tr>
<tr><td>Run status</td><td>completed</td></tr>
<tr><th colspan="2">Cells and area</th></tr>
<tr><td>Syn-to-layout area delta</td><td>12.1%</td></tr>
<tr><td>Post-layout instance area</td><td>5620 um^2</td></tr>
<tr><td>Share of post-route cells with drive strength above 1</td><td>under 10%</td></tr>
<tr><td>Final standard cell count with taps included and fillers excluded</td><td>~740</td></tr>
<tr><th colspan="2">Place</th></tr>
<tr><td>Worst slack after detailed placement</td><td>about 0.62 ns</td></tr>
<tr><td>IO buf count</td><td>19</td></tr>
<tr><td>HPWL after detailed placement</td><td>around 7 mm</td></tr>
<tr><td>Placed insts</td><td>around 730</td></tr>
<tr><td>Final GP Congestion</td><td>~0.9</td></tr>
<tr><td>Cell area reported after detailed placement</td><td>5350 um^2</td></tr>
<tr><th colspan="2">Yosys</th></tr>
<tr><td>Tally of unique sky130hd cells used after synthesis</td><td>approximately 52</td></tr>
<tr><td>Yosys stat cell total</td><td>approximately 560</td></tr>
<tr><td>Synthesis-stage register bit count</td><td>88</td></tr>
<tr><td>Chip area from the yosys synthesis statistics</td><td>5020 um^2</td></tr>
<tr><td>Syn. warnings</td><td>7</td></tr>
<tr><td>Share of the yosys chip area belonging to registers</td><td>between 40% and 50%</td></tr>
<tr><td>Mapped cell area</td><td>between 5000 and 6000 um^2</td></tr>
<tr><td>Mean post-synth cell area</td><td>roughly 9.0 um^2</td></tr>
<tr><td>Fraction of synthesis flops using an asynchronous set or reset pin</td><td>approximately half</td></tr>
<tr><td>EDFF count, synth</td><td>5</td></tr>
<tr><td>Dominant Register Cell</td><td>sky130_fd_sc_hd__dfrtp_1</td></tr>
<tr><td>Gate count of the mapped netlist</td><td>approximately 560</td></tr>
<tr><th colspan="2">Worst setup path</th></tr>
<tr><td>Flop-to-flop setup slack</td><td>between 0.6 and 0.7 ns</td></tr>
<tr><td>Crit path kind</td><td>flop to flop</td></tr>
<tr><td>Worst R2R End</td><td>div_50M.clkOutDbc</td></tr>
<tr><td>Data arrival time of the critical path</td><td>between 1.5 and 2 ns</td></tr>
<tr><td>Critical path launch point type</td><td>flop</td></tr>
<tr><td>Startpoint of the worst register-to-register path</td><td>div_50M.countAux2[0]</td></tr>
<tr><td>Count of cells along the worst register-to-register path</td><td>6</td></tr>
<tr><td>CP Data Required Time</td><td>between 2 and 3 ns</td></tr>
<tr><td>Sort of element at the end of the critical path</td><td>flop</td></tr>
<tr><td>Largest fanout on the critical path</td><td>6</td></tr>
<tr><th colspan="2">Hold path</th></tr>
<tr><td>Tightest Hold Check Type</td><td>flop to flop</td></tr>
<tr><td>Terminating pin of the worst hold path</td><td>div_50M.countAux1[11]</td></tr>
<tr><td>Number of stages on the worst hold path</td><td>1</td></tr>
<tr><td>HP Start</td><td>div_50M.countAux1[11]</td></tr>
<tr><th colspan="2">Route</th></tr>
<tr><td>Routed wirelength normalized by instance count</td><td>12.4 um</td></tr>
<tr><td>Vias per Instance</td><td>between 4 and 5</td></tr>
<tr><td>Inserted Diodes</td><td>0</td></tr>
<tr><td>Number of detailed-routing iterations run before antenna repair</td><td>4</td></tr>
<tr><td>Vias after detailed routing</td><td>roughly 3700</td></tr>
<tr><td>Number of design-rule violations left by the first detailed-router iteration</td><td>about 140</td></tr>
<tr><td>Count of nets left with antenna violations after detail routing</td><td>0</td></tr>
<tr><td>Remaining DRCs</td><td>0</td></tr>
<tr><td>Total Routed Length</td><td>~9.2 mm</td></tr>
<tr><th colspan="2">Final timing</th></tr>
<tr><td>Setup clock skew after layout</td><td>0.00535 ns</td></tr>
<tr><td>Count of endpoints without a timing constraint</td><td>~46</td></tr>
<tr><td>Max Clk Rate</td><td>527 MHz</td></tr>
<tr><td>Tightest hold margin</td><td>between 0.4 and 0.5 ns</td></tr>
<tr><td>Final max-slew violation count</td><td>0</td></tr>
<tr><td>Unrepaired setup endpoints after global routing</td><td>false</td></tr>
<tr><td>Final setup violation count</td><td>0</td></tr>
<tr><td>Worst-Margin Slew</td><td>approximately 0.8 ns</td></tr>
<tr><td>Register pins left without a clock</td><td>30</td></tr>
<tr><td>Final cycle utilization of the critical path</td><td>around three quarters</td></tr>
<tr><td>Fin crit period</td><td>approximately 1.9 ns</td></tr>
<tr><td>Setup slack of the critical path after layout</td><td>just over 0.6 ns</td></tr>
<tr><td>Worst relative slew slack</td><td>between 40% and 50%</td></tr>
<tr><td>Final hold violation count</td><td>0</td></tr>
<tr><td>Aggregate negative setup slack</td><td>0 ns</td></tr>
<tr><th colspan="2">Clocking</th></tr>
<tr><td>Cts bufs inserted</td><td>9</td></tr>
<tr><td>Maximum level of the CTS H-tree</td><td>3</td></tr>
<tr><td>Buffers inserted during post-CTS setup optimization</td><td>0</td></tr>
<tr><td>Post-CTS Resized</td><td>0</td></tr>
<tr><td>CTS Hold Bufs</td><td>0</td></tr>
<tr><td>Clock latency (worst-skew pair)</td><td>~0.32 ns</td></tr>
<tr><td>CTS tree</td><td>yes</td></tr>
<tr><td>Root Driver</td><td>sky130_fd_sc_hd__clkbuf_16</td></tr>
<tr><td>Clock slew at the register clock pins of the worst setup and hold paths</td><td>about 0.06 ns</td></tr>
<tr><td>Maximum buffer depth of the clock tree</td><td>2</td></tr>
<tr><th colspan="2">Floorplanning</th></tr>
<tr><td>DIE WIDTH</td><td>114 um</td></tr>
<tr><td>Total die size</td><td>~13000 um^2</td></tr>
<tr><td>I/O pin count</td><td>22</td></tr>
<tr><td>Num rows</td><td>approximately 40</td></tr>
<tr><td>Core Density at Floorplan</td><td>41.4%</td></tr>
<tr><td>Core region area</td><td>~12000 um^2</td></tr>
<tr><td>Die span in y</td><td>roughly 110 um</td></tr>
<tr><th colspan="2">GRT</th></tr>
<tr><td>GR Overflow Total</td><td>0</td></tr>
<tr><td>Combined global-route utilization of all metal layers</td><td>15.4%</td></tr>
<tr><td>Antenna violations before repair</td><td>0</td></tr>
<tr><td>Global-route wire length before repair</td><td>around 16 mm</td></tr>
<tr><td>Number of global-route vias before repair</td><td>3408</td></tr>
<tr><td>Pin count of the biggest net entering global routing</td><td>48</td></tr>
<tr><th colspan="2">Run</th></tr>
<tr><td>Number of warning messages in the logs</td><td>53</td></tr>
<tr><td>Number of violations of the max-capacitance limit</td><td>0</td></tr>
<tr><th colspan="2">Pwr</th></tr>
<tr><td>Power Density</td><td>around 370 nW/um^2</td></tr>
<tr><td>Leak Pwr</td><td>2.37 nW</td></tr>
<tr><td>Worst ir drop on vdd</td><td>around 0.32 mV</td></tr>
</table>
==> layer usage <==
metal	share of wire [%]	up-vias	GRT usage, %	wire, um
met1	51	1729	24.4	4690
met3	3.8	5	1.79	354
met2	44	57	24.0	4110
met4	0.90	0	1.90	83
li1	-	1923	-	-
met5	0	-	0	0
==> where the power goes <==
part | switching, mW | total, mW | internal, mW
Sequential | 0 | 0.938 | 0.938
Clock | 0.433 | 1.13 | 0.697
Combinational | 0.0163 | 0.0249 | 0.00868
Total | 0.449 | 2.09 | 1.64
==> through the flow <==
step | utilization [%] | power, mW
final | 46.4 | 2.09
after floorplan | - | 0.971
after detailed placement | 44.2 | 0.983
after global placement | 44.2 | 0.983
after CTS | 46.4 | 2.12
after global routing | 46.4 | 2.17
==> sequential cells by signal (all words and copies together), names as in the netlist, 2 cells and up <==
register	flops
div_50M.count	25
div_50M.countAux2	18
sec_counter.counter_digit1	4
min_counter.counter_digit2	3
div_50M.countAux1	12
hour_counter.counter_digit1	4
clock_dec.digits	3
sec_counter.counter_digit2	3
hour_counter.counter_digit2	2
min_counter.counter_digit1	4
==> cell usage after synthesis, types with 7 or more instances <==
cell	number	area share (%)
sky130_fd_sc_hd__a21oi_1	17	1.7
sky130_fd_sc_hd__and3_1	7	0.87
sky130_fd_sc_hd__clkbuf_1	14	1.0
sky130_fd_sc_hd__dfrtp_1	45	22
sky130_fd_sc_hd__dfxtp_1	38	15
sky130_fd_sc_hd__ha_1	40	10
sky130_fd_sc_hd__inv_1	29	2.2
sky130_fd_sc_hd__mux2i_1	9	1.8
sky130_fd_sc_hd__nand2_1	49	3.7
sky130_fd_sc_hd__nand2b_1	16	2.0
sky130_fd_sc_hd__nand3_1	34	3.4
sky130_fd_sc_hd__nand4_1	11	1.4
sky130_fd_sc_hd__nor2_1	67	5.0
sky130_fd_sc_hd__nor2b_1	11	1.4
sky130_fd_sc_hd__nor3_1	9	0.90
sky130_fd_sc_hd__nor4_1	7	0.87
sky130_fd_sc_hd__o21ai_0	24	2.4
sky130_fd_sc_hd__o22ai_1	9	1.1
sky130_fd_sc_hd__xnor2_1	26	4.5
sky130_fd_sc_hd__xor2_1	28	4.9
==> cells by family (layout without fill, tap and decap cells) <==
| kind of cell | Yosys count | count (layout) | synth area share (%) |
|---|---|---|---|
| AOI/OAI and AO/OA | 68 | 68 | 8.01 |
| other | 1 | 2 | 0.0748 |
| and+or+nand+nor | 244 | 244 | 25.4 |
| xor gates and xnor gates | 54 | 54 | 9.43 |
| DFF | 88 | 88 | 40.6 |
| buffers and inverters | 49 | 68 | 4.22 |
| muxes | 11 | 11 | 2.24 |
| adders and majority gates | 40 | 40 | 9.98 |
==> final cells by class <==
| class | instances | area [um^2] |
|---|---|---|
| clock buffers | 10 | 239 |
| repair buffers | 23 | 220 |
| inverters | 29 | 109 |
| clock inverters | 6 | 37.5 |
| well taps | 168 | 210 |
| flip-flops and latches | 88 | 2040 |
| multi-input cells | 419 | 2770 |
| fillers | 1172 | 6490 |
==> critical path: stages (launching register included) <==
cell	delay, ns
sky130_fd_sc_hd__dfxtp_1	0.35
sky130_fd_sc_hd__inv_1	0.07
sky130_fd_sc_hd__ha_1	0.13
sky130_fd_sc_hd__nor4b_1	0.25
sky130_fd_sc_hd__nand2_1	0.08
sky130_fd_sc_hd__nor3_1	0.49
sky130_fd_sc_hd__buf_4	0.25
==> how the worst max path moves through the flow <==
stage                            to  slack, ns                 start  cells after the start
global route  div_50M.countAux2[15]       0.38  div_50M.countAux2[0]                      8
CTS               div_50M.clkOutDbc       0.61  div_50M.countAux2[0]                      6
finish            div_50M.clkOutDbc       0.60  div_50M.countAux2[0]                      6
==> cell usage in the layout (no fill, tap or decap), types with 7 or more instances in the layout <==
cell                               n
sky130_fd_sc_hd__nand2b_1         16
sky130_fd_sc_hd__inv_1            28
sky130_fd_sc_hd__xnor2_1          26
sky130_fd_sc_hd__a21oi_1          17
sky130_fd_sc_hd__dfxtp_1          38
sky130_fd_sc_hd__xor2_1           28
sky130_fd_sc_hd__mux2i_1           9
sky130_fd_sc_hd__ha_1             40
sky130_fd_sc_hd__o22ai_1           9
sky130_fd_sc_hd__nor2b_1          11
sky130_fd_sc_hd__dfrtp_1          45
sky130_fd_sc_hd__nor3_1            9
sky130_fd_sc_hd__nand2_1          49
sky130_fd_sc_hd__nand3_1          34
sky130_fd_sc_hd__nand4_1          11
sky130_fd_sc_hd__o21ai_0          24
sky130_fd_sc_hd__clkbuf_16         9
sky130_fd_sc_hd__nor4_1            7
sky130_fd_sc_hd__nor2_1           67
sky130_fd_sc_hd__and3_1            7
sky130_fd_sc_hd__clkdlybuf4s50_1  19
Power figures rest on the tool's default switching activity, not on a simulated workload.
